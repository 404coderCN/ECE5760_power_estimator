[design/flow/design.v]
module i2c_master (
    input  logic clk,
    input  logic reset,  
    input  logic start,
    input  logic stop,
    output logic scl,
    inout  wire  sda,
    output logic [11:0] data_out,
    output logic        data_valid
);
    localparam STATE_IDLE               = 4'd0;
    localparam STATE_START              = 4'd1;
    localparam STATE_ADDR               = 4'd2;
    localparam STATE_SLAVE_ACK          = 4'd3;
    localparam STATE_DATA_RECEIVE_UPPER = 4'd4;
    localparam STATE_MASTER_ACK_UPPER   = 4'd5;
    localparam STATE_DATA_RECEIVE_LOWER = 4'd6;
    localparam STATE_MASTER_ACK_LOWER   = 4'd7;
    localparam STATE_MASTER_NACK        = 4'd8;
    localparam STATE_STOP               = 4'd9;
    localparam STATE_WAIT               = 4'd10;
    logic [2:0] addr_cnt;  
    logic [2:0] upper_cnt;  
    logic [2:0] lower_cnt;  
    logic [3:0] state_current;
    logic [3:0] state_next;
    always @( negedge clk ) begin
        if ( reset ) begin
            state_current <= STATE_IDLE;
        end
        else begin
            state_current <= state_next;
        end
    end
    always_comb begin
        case( state_current )
            STATE_IDLE: begin
                if ( start ) state_next = STATE_START;
                else state_next = STATE_IDLE;
            end
            STATE_START: begin
                state_next = STATE_ADDR;
            end
            STATE_ADDR: begin
                if ( addr_cnt == 3'd7 ) state_next = STATE_SLAVE_ACK; 
                else state_next = STATE_ADDR;
            end
            STATE_SLAVE_ACK: begin
                if ( !sda ) state_next = STATE_DATA_RECEIVE_UPPER;
                else state_next = STATE_IDLE;
            end
            STATE_DATA_RECEIVE_UPPER: begin
                if ( upper_cnt == 3'd7 ) state_next = STATE_MASTER_ACK_UPPER;
                else state_next = STATE_DATA_RECEIVE_UPPER;
            end
            STATE_MASTER_ACK_UPPER: begin
                if ( !sda ) state_next = STATE_DATA_RECEIVE_LOWER;
                else state_next = STATE_IDLE;
            end
            STATE_DATA_RECEIVE_LOWER: begin
                if ( lower_cnt == 3'd7 && !stop ) state_next = STATE_MASTER_ACK_LOWER;
                else if ( lower_cnt == 3'd7 && stop ) state_next = STATE_MASTER_NACK;
                else state_next = STATE_DATA_RECEIVE_LOWER;
            end
            STATE_MASTER_ACK_LOWER: begin
                state_next = STATE_DATA_RECEIVE_UPPER;
            end
            STATE_MASTER_NACK: begin
                state_next = STATE_STOP;
            end
            STATE_STOP: begin
                state_next = STATE_WAIT;
            end
            STATE_WAIT: begin
                state_next = STATE_IDLE;
            end
            default:
                state_next = STATE_IDLE;
        endcase         
    end
    always_comb begin  
        if ( ( state_current != STATE_IDLE ) && ( state_current != STATE_START )
         && ( state_current != STATE_STOP ) && ( state_current != STATE_WAIT ) ) scl = clk;
        else if ( state_current == STATE_STOP ) scl = 1'b0;
        else scl = 1'b1;
    end
    logic master_is_input;  
    logic sda_temp;
    assign sda = master_is_input ? 1'bz : sda_temp; 
    always_comb begin
        case( state_current )
            STATE_IDLE: begin
                master_is_input = 1'b0;
            end
            STATE_START: begin
                master_is_input = 1'b0;
            end
            STATE_ADDR: begin
                master_is_input = 1'b0;
            end
            STATE_SLAVE_ACK: begin
                master_is_input = 1'b1;
            end
            STATE_DATA_RECEIVE_UPPER: begin
                master_is_input = 1'b1;
            end
            STATE_MASTER_ACK_UPPER: begin
                master_is_input = 1'b0;
            end
            STATE_DATA_RECEIVE_LOWER: begin
                master_is_input = 1'b1;
            end
            STATE_MASTER_ACK_LOWER: begin
                master_is_input = 1'b0;
            end
            STATE_MASTER_NACK: begin
                master_is_input = 1'b0;
            end 
            STATE_STOP: begin
                master_is_input = 1'b0;
            end
            STATE_WAIT: begin
                master_is_input = 1'b0;
            end
            default: begin
                master_is_input = 1'b1;
            end
        endcase
    end
    always_comb begin  
        case( state_current )
            STATE_IDLE: begin
                sda_temp = 1'b1;
            end
            STATE_START: begin
                sda_temp = 1'b0;
            end
            STATE_ADDR: begin
                if ( addr_cnt == 0 ) sda_temp = 1'b1;
                else if ( addr_cnt == 1 ) sda_temp = 1'b0;
                else if ( addr_cnt == 2 ) sda_temp = 1'b0;
                else if ( addr_cnt == 3 ) sda_temp = 1'b1;
                else if ( addr_cnt == 4 ) sda_temp = 1'b1;
                else if ( addr_cnt == 5 ) sda_temp = 1'b0;
                else if ( addr_cnt == 6 ) sda_temp = 1'b1;
                else if ( addr_cnt == 7 ) sda_temp = 1'b1;
                else sda_temp = 1'b0;
            end
            STATE_MASTER_ACK_UPPER: begin
                sda_temp = 1'b0;
            end
            STATE_MASTER_ACK_LOWER: begin
                sda_temp = 1'b0;
            end
            STATE_MASTER_NACK: begin
                sda_temp = 1'b1;
            end 
            STATE_STOP: begin
                sda_temp = 1'b0;
            end
            STATE_WAIT: begin
                sda_temp = 1'b0;
            end
            default: begin
                sda_temp = 1'b0;
            end
        endcase
    end
    always_ff @( negedge clk ) begin  
        if ( ( state_current == STATE_DATA_RECEIVE_UPPER ) && ( upper_cnt <= 7 ) && ( upper_cnt >= 4 ) ) begin
            data_out <= { data_out[10:0], sda };
        end
        else if ( state_current == STATE_DATA_RECEIVE_LOWER ) begin
            data_out <= { data_out[10:0], sda };
        end
    end 
    assign data_valid = ( state_current == STATE_MASTER_ACK_LOWER ) || ( state_current == STATE_MASTER_NACK );  
    always_ff @( negedge clk ) begin
        if ( state_current == STATE_ADDR ) addr_cnt <= addr_cnt + 1;
        else addr_cnt <= 3'd0;
    end
    always_ff @( negedge clk ) begin
        if ( state_current == STATE_DATA_RECEIVE_UPPER ) upper_cnt <= upper_cnt + 1;
        else upper_cnt <= 3'd0;
    end
    always_ff @( negedge clk ) begin
        if ( state_current == STATE_DATA_RECEIVE_LOWER ) lower_cnt <= lower_cnt + 1;
        else lower_cnt <= 3'd0;
    end
endmodule
[design/flow/run.sh]
#!/bin/bash
# OpenROAD 26Q1-2900-gdf79404cd8, Yosys 0.63+post, stock flow scripts
make -C /OpenROAD-flow-scripts/flow DESIGN_CONFIG=/design/flow/config.mk WORK_HOME=/design/flow/orfs finish
[design/flow/config.mk]
export PLATFORM = sky130hd
export DESIGN_NAME = i2c_master
export DESIGN_NICKNAME = i2c_master
export VERILOG_FILES = /design/flow/design.v
export SDC_FILE = /design/flow/constraint.sdc
export NUM_CORES = 4
export LEC_CHECK = 1
export CORE_AREA = 10 10 111 111
export DIE_AREA = 0 0 121 121
[design/flow/constraint.sdc]
current_design i2c_master

set clk_period 2.4
set clk_io_pct 0.2

create_clock -name clk0 -period $clk_period [get_ports {clk}]

set non_clock_inputs [all_inputs -no_clocks]
set_input_delay [expr $clk_period * $clk_io_pct] -clock clk0 $non_clock_inputs
set_output_delay [expr $clk_period * $clk_io_pct] -clock clk0 [all_outputs]
==> results_slide.txt <==
Physical Implementation Snapshot

Final layout
  • Fraction of layout cells with a size suffix above 1: 44.4%
  • Fin cells: 293
  • Synth-to-Final Area Change: 68.8%
  • Finished Cell Area: 0.00181 mm²
  • Core Util, Final: 18.3%

Run status
  • Failing checks: setup timing
  • Status: finished, violations left

Final timing
  • Max-slew violation count: 0
  • Final setup fails: 19
  • Unrepaired setup endpoints after global routing: true
  • Hold Fails Final Rpt: 0
  • Worst hold slack: 0.421 ns
  • Setup slack after layout: -0.744 ns
  • Worst relative slew slack: 76.4%
  • Final Skew: 0.0212 ns
  • Worst Max-Slew Pin Slew: 0.352 ns

Die
  • Total die area: 0.0146 mm²
  • Die Span X: 121 µm
  • Core Footprint: 0.00986 mm²
  • Row cnt: 36
  • Die H: 121 µm
  • Initial Util: 10.8%
  • # IOs: 19

Pwr
  • Clock share of power: 53.5%
  • Cell Pwr Density: 627 mW/mm²
  • Pint: 0.000820 W
  • Sw Share: 27.5%
  • Psw: 0.000311 W
  • Reg power frac: 40.4%
  • Peak supply drop: 0.000230 V
  • Gate power share: 6.1%
  • Leakage: 0.814 nW

Placement
  • Port Buffers: 17
  • Placer Congestion: 0.746
  • Post-DP HPWL: 1650 µm
  • # placed instances: 247
  • Placed standard-cell area: 0.00154 mm²

Detailed routing
  • DR iter-0 viols: 22
  • Iteration tally of the first detailed-router pass: 4
  • Drt wl/cell: 8.35 µm
  • Vias per std cell: 3.10
  • Routed Antenna Nets: 0
  • Total wire length: 2450 µm
  • Drc violations: 0
  • Vias post-DR: 908
  • ANT cells: 0

Global route
  • First-pass GRT wire length: 3930 µm
  • Pin count of the biggest net entering global routing: 16
  • Grt ovf: 0
  • Vias in the first global route: 920
  • GRT Overall Usage: 3.24%
  • Initial antenna violation count: 0

Setup path
  • Critical path buffer and inverter count: 2
  • Crit-path leading delay family: flip-flops
  • Crit-path slowest cell: dfxtp_2
  • Max incr delay on CP: 0.31 ns
  • Reg2Reg Depth: 4
  • Startpoint types: register
  • Nature of the critical path endpoint: output pin
  • Levels on crit path: 4
  • Worst EP arrival: 2.66 ns
  • Type of the worst setup path: reg2out
  • Critical path, cell by cell: buf_6, or2_4, o211ai_1, buf_2
  • Critical Path RT: 1.92 ns
  • CP max FO: 2

Synth
  • Avg Cell Area, Syn: 12.7 µm²
  • Total of warnings raised by yosys: 2
  • Dominant flop cell: dfxtp_1
  • Seq/Total Area, Yosys: 58.0%
  • Max-area cell share: 33.7%
  • Post-synth top cells: dfxtp_1, edfxtp_1, and2_1, ha_1, inv_1
  • Leading area contributor after synthesis: edfxtp_1
  • Most frequent cell after synthesis: dfxtp_1
  • Yosys chip area: 0.00107 mm²
  • Mapped Cells: 84
  • EDFF count, synth: 12
  • Cell area after synthesis: 0.00107 mm²
  • #FFs+latches synth: 25
  • Ys async rst share: 0%
  • Synth top area cells: edfxtp_1, dfxtp_1, ha_1
  • Ys cells: 84
  • Unique masters post-synth: 29

Worst hold path
  • Hold Crit Class: reg2reg
  • Hold Crit Depth: 1

Clock network
  • CTS clk-pin slew, worst paths: 0.04 ns
  • Hold_buf cts: 0
  • CTS tree: yes
  • Clock latency at the later pin of the worst-skew pair: 0.46 ns

Flow run
  • Max Cap Violations: 0
  • Tool warnings: 45
[worst register-to-register path, stage by stage, from the launching register on]
cell and delay [ns]:
dfxtp_2 0.31, buf_6 0.11, buf_4 0.17, nor4b_2 0.40, a31o_2 0.42
[power groups by stage]
stage         Clock [W]  Sequential [W]  Combinational (W)
global route   0.000693        0.000456          0.0000760
CTS            0.000635        0.000456          0.0000621
finish         0.000606        0.000457          0.0000687
[final timing paths]
| kind | slack [ns] | end | from |
|---|---|---|---|
| max reg2reg | 0.64 | data_out[2]$_DFFE_NP_ | state_current[1]$_SDFF_NP0_ |
| min reg2reg | 0.42 | lower_cnt[0]$_SDFF_NN0_ | lower_cnt[0]$_SDFF_NN0_ |
| max | -0.74 | scl | state_current[1]$_SDFF_NP0_ |
| min | 0.42 | lower_cnt[0]$_SDFF_NN0_ | lower_cnt[0]$_SDFF_NN0_ |
[routing by layer]
metal | wire length [µm] | vias up | GRT usage, %
met3 | 319 | 7 | 3.16
met2 | 902 | 31 | 3.50
met1 | 1120 | 409 | 3.63
met4 | 101 | 0 | 2.49
li1 | - | 461 | -
met5 | 0 | - | 0
[cell families (layout without fill, tap and decap cells)]
family	count (synthesis)	count (layout)	synth area share [%]
muxes	1	1	1.05
AOI/OAI and AO/OA	14	14	10.3
DFF	25	25	58.0
buffers and inverters	9	85	3.63
and+or+nand+nor	28	28	18.8
adders and majority gates	7	7	8.19
[state kept, by name (all words and copies together), names as in the netlist]
register / cells
data_out: 12
state_current: 4
lower_cnt: 3
upper_cnt: 3
addr_cnt: 3
[layout make-up]
type / count / area, µm²
Fill cell: 1051 / 8060
Sequential cell: 25 / 627
Multi-Input combinational cell: 50 / 443
Timing Repair Buffer: 46 / 347
Tap cell: 133 / 166
Clock buffer: 9 / 105
Clock inverter: 26 / 103
Inverter: 4 / 15.0
[cells in the final DEF, fill, tap and decap left out, types with 2 or more instances in the layout]
cell and count:
a211o_1 2, a31o_2 2, and2_1 7, buf_2 14, buf_4 24, buf_6 5, clkbuf_8 7, clkdlybuf4s50_1 3
dfxtp_1 8, dfxtp_2 5, edfxtp_1 12, ha_1 6, inv_1 26, inv_2 3, nand2_1 2, nand2b_1 3
nand3_1 2, nand3b_1 2, nand4b_1 2, nor2b_1 2, nor3_1 2, nor4b_2 2, o21ai_0 2
[metrics by stage]
step	setup slack [ns]	total power, W	setup TNS [ns]
floorplan	-0.193	0.000572	-0.433
global route	-0.829	0.00122	-5.87
finish	-0.744	0.00113	-4.89
CTS	-0.845	0.00115	-5.25
global placement	-0.643	0.000596	-3.48
detailed placement	-0.637	0.000597	-3.50
[timing repair]
item | 4_1_cts | 5_1_grt
setup endpoints to repair | 19 | 19
setup buffers | 11 | 2
gates resized | 50 | 5
pin swaps | 4 | 3
Power figures rest on the tool's default switching activity, not on a simulated workload.
