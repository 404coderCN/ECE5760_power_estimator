==> /design/flow/design.v <==
module signed_mult_27bit
(
    input  logic signed [26:0] a,
    input  logic signed [26:0] b,
    output logic signed [26:0] out
);
logic signed [53:0] mult_out;
assign mult_out = a * b;
assign out = {mult_out[53], mult_out[47:22]};
endmodule
module signed_mult_32bit
(
    input  logic signed [31:0] a,
    input  logic signed [31:0] b,
    output logic signed [31:0] out
);
logic signed [63:0] mult_out;
assign mult_out = a * b;
assign out = {mult_out[63], mult_out[53:23]};
endmodule
module M10K_512_18( 
    output reg [17:0] q,
    input      [17:0] d,
    input       [8:0] write_address, read_address,  
    input             we, clk
);
    reg [17:0] mem [511:0]   ;  
    always @ (posedge clk) begin
        if (we) begin
            mem[write_address] <= d;
        end
        q <= mem[read_address];  
    end
endmodule
module clk_divider_400k(
	input  logic reset,
	input  logic clk_50M,
	output logic clk_400k
);
	logic [6:0]	counter;
	always_ff@( posedge clk_50M ) begin	
		if ( reset ) begin
			clk_400k <= 1'b1;
			counter <= 0;
		end
		else if ( counter == 124 ) begin
			clk_400k <= !clk_400k;
			counter <= 0;
		end
		else begin
			counter <= counter + 1;
		end
	end
endmodule
module clk_divider_10(
	input  logic reset,
	input  logic clk_50M,
	output logic clk_10
);
	logic [22:0]	counter;
	always_ff@( posedge clk_50M ) begin	
		if ( reset ) begin
			clk_10 <= 1'b1;
			counter <= 0;
		end
		else if ( counter == 4999999 ) begin
			clk_10 <= !clk_10;
			counter <= 0;
		end
		else begin
			counter <= counter + 1;
		end
	end
endmodule
module integrater(
    input logic         reset,
    input logic         clk,
    input logic         data_valid,   
	input logic         start,
	input logic         stop,
	input logic         cali,
    input logic signed [26:0] input_data,  
    output logic signed [63:0] energy_out,
	output logic        [31:0] cycle_cnt
);
    logic signed [31:0] unit_voltage = 32'd9059;  
	logic signed [31:0] input_data_32bit;  
	assign input_data_32bit = { {4{input_data[26]}}, input_data, 1'b0};
	logic signed [31:0]	unit_energy;
	signed_mult_32bit multiply(
		.a(unit_voltage),
		.b(input_data_32bit),
		.out(unit_energy)
	);
	logic out_ind;
	always_ff @( posedge clk or posedge reset or posedge cali ) begin
		if ( reset || cali ) out_ind <= 1'b0;
		else if ( stop ) out_ind <= 1'b1;
		else if ( start ) out_ind <= 1'b0;
	end
	always_ff @( posedge clk or posedge reset or posedge cali ) begin
		if ( reset || cali ) energy_out <= 32'd0;
		else if ( !out_ind && data_valid ) energy_out <= energy_out + { {32{unit_energy[31]}}, unit_energy}; 
	end
	always_ff @( posedge clk or posedge reset or posedge cali ) begin
		if ( reset || cali ) cycle_cnt <= 32'd0;
		else if ( !out_ind && data_valid ) cycle_cnt <= cycle_cnt + 1;
	end
endmodule
==> /design/flow/run.sh <==
#!/bin/bash
# OpenROAD 26Q1-2900-gdf79404cd8, Yosys 0.63+post, stock flow scripts
make -C /OpenROAD-flow-scripts/flow DESIGN_CONFIG=/design/flow/config.mk WORK_HOME=/design/flow/orfs finish
==> /design/flow/config.mk <==
export PLATFORM = sky130hd
export DESIGN_NAME = M10K_512_18
export DESIGN_NICKNAME = M10K_512_18
export VERILOG_FILES = /design/flow/design.v
export SDC_FILE = /design/flow/constraint.sdc
export NUM_CORES = 4
export LEC_CHECK = 1
export CORE_UTILIZATION = 40
export SYNTH_MEMORY_MAX_BITS = 65536
==> /design/flow/constraint.sdc <==
current_design M10K_512_18

set clk_period 27.6
set clk_io_pct 0.2

create_clock -name clk0 -period $clk_period [get_ports {clk}]

set non_clock_inputs [all_inputs -no_clocks]
set_input_delay [expr $clk_period * $clk_io_pct] -clock clk0 $non_clock_inputs
set_output_delay [expr $clk_period * $clk_io_pct] -clock clk0 [all_outputs]
==> flow_metrics.env <==
# flow metrics
export IMPL_endpoint="q[6]"
export IMPL_antenna_found_initial=90
export IMPL_detail_route_vias_per_cell=5.806
export IMPL_fmax_mhz=81.84
export IMPL_cts_tree="done"
export IMPL_logic_area_mm2=0.07633
export IMPL_numSynthFlops=9234
export IMPL_crit_path_start="read_address[0]"
export IMPL_clk_latency_ps=1220
export IMPL_slew_violations=20
export IMPL_flop_cell="edfxtp_1"
export IMPL_die_h_um=950.7
export IMPL_cts_repair_resized=0
export IMPL_finalSetupViolCount=0
export IMPL_wl_per_cell_um=34.38
export IMPL_avgSynthCellArea_um2=20.67
export IMPL_io_pins=56
export IMPL_critPathMaxStageDelay_ps=690
export IMPL_start_kind="input port"
export IMPL_fin_worst_skew_ps=67.37
export IMPL_setup_tns_final_ps=0
export IMPL_route_antenna_remaining_nets=0
export IMPL_drive_gt1_frac=0.2321
export IMPL_r2r_end="q[13]"
export IMPL_cp_arrival_ps=13310
export IMPL_core_area_mm2=0.8974
export IMPL_cellPowerDensity_mw_per_mm2=70.50
export IMPL_period_needed_ps=12220
export IMPL_rrSetupSlack_ps=23490
export IMPL_reg2reg_depth=8
export IMPL_dr_pass1_iters=6
export IMPL_endpoint_kind="flip-flop"
export IMPL_vias=182366
export IMPL_syn2layout_area_growth_pct=13.14
export IMPL_worstMarginPinSlew_ps=1511
export IMPL_yosys_stat_seqShare=0.7697
export IMPL_grt_overflow_total=0
export IMPL_maxCapViolCount=1
export IMPL_seq_area_mm2=0.2771
export IMPL_grt_usage=0.2619
export IMPL_synthCells=17420
export IMPL_grt_max_degree=133
export IMPL_cts_sinks=9234
export IMPL_warnings=42
export IMPL_rows=348
export IMPL_drc=0
export IMPL_critPathRequiredTime_ps=28690
export IMPL_hold_buffers=0
export IMPL_crit_type="in2reg"
export IMPL_grt_pass1_wl_um=1503000
export IMPL_hp_class="reg2reg"
export IMPL_drt_initial_drc_count=13051
export IMPL_hpwl_um=663600
export IMPL_cp_max_fo=52
export IMPL_netlist_top_cells_count="edfxtp_1, mux2i_1, mux4_2, nor2_1, o221ai_1"
export IMPL_vdd_ir_drop_max_mv=0.08310
export IMPL_yosysChipArea_mm2=0.3600
export IMPL_fp_util=0.4012
export IMPL_top_area_frac=0.7687
export IMPL_top_cells_by_area="edfxtp_1, mux4_2, mux2i_1"
export IMPL_leakagePower_nw=129.9
export IMPL_gp_congestion=0.9240
export IMPL_die_w_um=950.7
export IMPL_fill_cells=73505
export IMPL_yosysTopAreaCell="edfxtp_1"
export IMPL_relSlewSlack=-0.009006
export IMPL_clk_pin_slew_ps=60
export IMPL_edf_count=9216
export IMPL_top_cell="edfxtp_1"
export IMPL_post_cts_buffers=0
export IMPL_postLayoutCoreUtil=0.4539
export IMPL_root_buffer="clkbuf_16"
export IMPL_dieArea_mm2=0.9039
export IMPL_period_used=0.4427
export IMPL_rsz0062_at_grt="false"
export IMPL_hold_viol_final=0
export IMPL_routed_wl_um=1080000
export IMPL_crit_chain="buf_16, buf_4, buf_4, buf_4, buf_4, buf_4, buf_4, buf_4, buf_4, mux4_2, o22ai_1, a22oi_1, nand4_1, nand4_1, buf_4, and4_1"
export IMPL_cpMostUsedCell="buf_4"
export IMPL_r2r_start="mem[62][13]"
export IMPL_failed_checks="capacitance limit, slew limit"
export IMPL_syn_cell_area_mm2=0.3600
export IMPL_port_buffer_count=55
export IMPL_clock_path_buffers=4
export IMPL_cp_slowest_cell="buf_4"
export IMPL_cts_buffers=900
export IMPL_htreeDepth=6
export IMPL_yosys_warnings=1
export IMPL_yosysCellCount=17420
export IMPL_grt_pass1_vias=194617
export IMPL_synth_async_reset_ratio=0
export IMPL_synth_cell_type_count=91
export IMPL_status="finished, violations left"
-- final cells by class --
class	instances	area share
Antenna cell	153	0.0009399
Clock buffer	1151	0.05825
Clock inverter	508	0.01012
Inverter	4	0.00007986
Multi-Input combinational cell	7107	0.1874
Sequential cell	9234	0.6803
Tap cell	11900	0.03655
Timing Repair Buffer	1353	0.02641
-- per-stage QoR --
stage               area, um^2  setup WS, ps  hold slack, ps  instances  power (W)
finish                  407300         15380            1136      31410    0.02872
global route            407300         14930            1197      31375    0.02946
CTS                     407000         15320            1137      31256    0.02885
detailed placement      379100         14030            1104      29597    0.01728
global placement        379000         13500            1116      29589    0.01727
floorplan               360000         19790           808.3      17420    0.01652
-- worst max-delay path, delay by kind of cell --
| kind | cells | cell delay [ps] |
|---|---|---|
| AND-OR/OR-AND | 2 | 590 |
| AND/OR/NAND/NOR | 3 | 850 |
| buffers and inverters | 10 | 5460 |
| multiplexers | 1 | 580 |
-- logic make-up after synthesis --
logic type | after synthesis | synth area share
buffers and inverters | 1079 | 0.02322
muxes | 3267 | 0.1448
and+or+nand+nor | 1617 | 0.01978
DFF | 9234 | 0.7697
AOI/OAI and AO/OA | 2223 | 0.04253
-- flip-flops by register name, indices dropped and copies added (netlist names) --
signal,cells
q,18
mem,9216
-- how the worst min path moves through the flow --
| stage | start | endpoint | cells past startpoint | slack (ps) |
|---|---|---|---|---|
| 4_1_cts | mem[359][9] | q[9] | 6 | 1140 |
| 6_report | mem[359][9] | q[9] | 6 | 1140 |
| 5_1_grt | mem[378][13] | q[13] | 5 | 1200 |
-- report_power, final --
group / switching (W) / total (W) / internal [W]
registers: 0.0000339 / 0.0155 / 0.0154
clock network: 0.00521 / 0.0117 / 0.00651
logic: 0.00107 / 0.00152 / 0.000455
total: 0.00631 / 0.0287 / 0.0224
-- placed cells by master (no fill, tap or decap), types with 24 or more instances in the layout --
cell type / n
edfxtp_1: 9216
mux2i_1: 1733
mux4_2: 1348
buf_4: 1266
clkbuf_16: 910
o221ai_1: 563
nor2_2: 482
o22ai_1: 447
a21oi_1: 443
nand2_1: 336
nor2_1: 273
o21ai_0: 252
clkinv_1: 241
clkbuf_1: 236
nor3_1: 155
mux4_1: 155
diode_2: 153
clkinv_2: 146
a31oi_1: 110
nand3_1: 91
a211oi_1: 66
a22oi_1: 63
nand4_1: 53
bufinv_16: 49
nor4_1: 37
mux2_2: 31
and2_1: 30
clkdlybuf4s50_1: 29
a2111oi_0: 28
a221oi_1: 25
buf_12: 25
inv_6: 24
-- per-layer routing --
layer	vias up	GRT usage	share of wire
met4	110	0.09046	0.046
met2	12620	0.3654	0.45
met5	-	0.03830	0.0033
met3	2013	0.2368	0.21
met1	91801	0.2852	0.29
li1	75822	-	-
No activity file was given, so power comes from the tool's default toggle rates.
