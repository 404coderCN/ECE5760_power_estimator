==> /design/flow/design.v <==
module segment_decoder (
    input  logic               clk,
    input  logic signed [26:0] current,
    output logic         [6:0] hex0,
    output logic         [6:0] hex1,
    output logic         [6:0] hex2,  
    output logic         [6:0] hex3,  
    output logic         [6:0] hex4   
);
always_ff@ ( posedge clk ) begin
    if ( current[26] ) hex4 <= 7'b0111111;
    else hex4 <= 7'b1111111;
end
logic signed [4:0] current_int;
assign current_int = current[26:22];
always_ff@ ( posedge clk ) begin
    if ( !current[26] ) begin
        case( current_int )
            5'd1: begin
                hex3 <= 7'b1111001;
            end
            5'd2: begin
                hex3 <= 7'b0100100;
            end
            default: begin
                hex3 <= 7'b1000000;
            end
        endcase
    end
    else begin
        case( current_int )
            -5'd1: begin
                if (current[21:18]==4'd0) hex3 <= 7'b1111001;
                else hex3 <= 7'b1000000;
            end
            -5'd2: begin
                if (current[21:18]==4'd0) hex3 <= 7'b0100100;
                else hex3 <= 7'b1111001;
            end
            default: begin
                hex3 <= 7'b1000000;
            end
        endcase
    end
end
always_ff@ ( posedge clk ) begin
    case( current[21:18] )
        4'd0: begin
            hex2 <= 7'b1000000;
            hex1 <= 7'b1000000;
            hex0 <= 7'b1000000;
        end
        4'd1: begin
            hex2 <= current[26] ? 7'b0010000 : 7'b1000000;
            hex1 <= current[26] ? 7'b0110000 : 7'b0000010;
            hex0 <= current[26] ? 7'b1111000 : 7'b0110000;
        end
        4'd2: begin
            hex2 <= current[26] ? 7'b0000000 : 7'b1111001;
            hex1 <= current[26] ? 7'b1111000 : 7'b0100100;
            hex0 <= current[26] ? 7'b0010010 : 7'b0010010;
        end
        4'd3: begin
            hex2 <= current[26] ? 7'b0000000 : 7'b1111001;
            hex1 <= current[26] ? 7'b1111001 : 7'b0000000;
            hex0 <= current[26] ? 7'b0100100 : 7'b0000000;
        end
        4'd4: begin
            hex2 <= current[26] ? 7'b1111000 : 7'b0100100;
            hex1 <= current[26] ? 7'b0010010 : 7'b0010010; 
            hex0 <= current[26] ? 7'b1000000 : 7'b1000000;
        end
        4'd5: begin
            hex2 <= current[26] ? 7'b0000010 : 7'b0110000;
            hex1 <= current[26] ? 7'b0000000 : 7'b1111001;
            hex0 <= current[26] ? 7'b1111000 : 7'b0110000;
        end
        4'd6: begin
            hex2 <= current[26] ? 7'b0000010 : 7'b0110000;
            hex1 <= current[26] ? 7'b0100100 : 7'b1111000;
            hex0 <= current[26] ? 7'b0010010 : 7'b0010010;
        end
        4'd7: begin
            hex2 <= current[26] ? 7'b0010010 : 7'b0011001;
            hex1 <= current[26] ? 7'b0000010 : 7'b0110000; 
            hex0 <= current[26] ? 7'b0100100 : 7'b0000000;
        end
        4'd8: begin
            hex2 <= current[26] ? 7'b0010010 : 7'b0010010;
            hex1 <= current[26] ? 7'b1000000 : 7'b1000000;
            hex0 <= current[26] ? 7'b1000000 : 7'b1000000;
        end
        4'd9: begin
            hex2 <= current[26] ? 7'b0011001 : 7'b0010010;
            hex1 <= current[26] ? 7'b0110000 : 7'b0000010;
            hex0 <= current[26] ? 7'b1111000 : 7'b0110000;
        end
        4'd10: begin
            hex2 <= current[26] ? 7'b0110000 : 7'b0000010;
            hex1 <= current[26] ? 7'b1111000 : 7'b0100100;
            hex0 <= current[26] ? 7'b0010010 : 7'b0010010;
        end
        4'd11: begin
            hex2 <= current[26] ? 7'b0110000 : 7'b0000010;
            hex1 <= current[26] ? 7'b1111001 : 7'b0000000;
            hex0 <= current[26] ? 7'b0100100 : 7'b0000000;
        end
        4'd12: begin
            hex2 <= current[26] ? 7'b0100100 : 7'b1111000;
            hex1 <= current[26] ? 7'b0010010 : 7'b0010010;
            hex0 <= current[26] ? 7'b1000000 : 7'b1000000;
        end
        4'd13: begin
            hex2 <= current[26] ? 7'b1111001 : 7'b0000000;
            hex1 <= current[26] ? 7'b0000000 : 7'b1111001;
            hex0 <= current[26] ? 7'b1111000 : 7'b0110000;
        end
        4'd14: begin
            hex2 <= current[26] ? 7'b1111001 : 7'b0000000;
            hex1 <= current[26] ? 7'b0100100 : 7'b1111000;
            hex0 <= current[26] ? 7'b0010010 : 7'b0010010;
        end
        4'd15: begin
            hex2 <= current[26] ?  7'b1000000 : 7'b0010000;
            hex1 <= current[26] ?  7'b0000010 : 7'b0110000;
            hex0 <= current[26] ?  7'b0100100 : 7'b0000000;
        end
    endcase
end
endmodule
==> /design/flow/run.sh <==
#!/bin/bash
# OpenROAD 26Q1-2900-gdf79404cd8, Yosys 0.63+post, stock flow scripts
make -C /OpenROAD-flow-scripts/flow DESIGN_CONFIG=/design/flow/config.mk WORK_HOME=/design/flow/orfs finish
==> /design/flow/config.mk <==
export PLATFORM = sky130hd
export DESIGN_NAME = segment_decoder
export DESIGN_NICKNAME = segment_decoder
export VERILOG_FILES = /design/flow/design.v
export SDC_FILE = /design/flow/constraint.sdc
export NUM_CORES = 4
export LEC_CHECK = 1
export CORE_AREA = 10 10 103 103
export DIE_AREA = 0 0 113 113
==> /design/flow/constraint.sdc <==
current_design segment_decoder

set clk_period 2.3
set clk_io_pct 0.2

create_clock -name clk0 -period $clk_period [get_ports {clk}]

set non_clock_inputs [all_inputs -no_clocks]
set_input_delay [expr $clk_period * $clk_io_pct] -clock clk0 $non_clock_inputs
set_output_delay [expr $clk_period * $clk_io_pct] -clock clk0 [all_outputs]
==> flow_metrics.env <==
# yosys + openroad results
export IMPL_status="finished clean"
export IMPL_stdcell_count=262
export IMPL_grt_overflow=0
export IMPL_fin_hold_ws_ns=0.813
export IMPL_holdCritStartpoint="current[22]"
export IMPL_regArea_um2=500
export IMPL_grt_pass1_wl_mm=4.47
export IMPL_startpoint_type="input pin"
export IMPL_setup_tns_final_ns=0
export IMPL_wl_per_cell_um=10.6
export IMPL_cts_buffers=3
export IMPL_worstPathRequired_ns=2.45
export IMPL_setup_ws_ns=0.496
export IMPL_drive_gt1_frac=0.108
export IMPL_n_antenna_cell=0
export IMPL_ys_cells=124
export IMPL_met3_usage=0.0171
export IMPL_grt_antenna_before_repair=0
export IMPL_cp_slowest_cell="clkdlybuf4s50_1"
export IMPL_clk_pin_slew_ns=0.08
export IMPL_die_x_um=113
export IMPL_dr_first_iter_drc_count=23
export IMPL_ctsHoldBuffers=0
export IMPL_cp_top_family="buffers and inverters"
export IMPL_arrival_ns=1.96
export IMPL_ys_seq_frac=0.443
export IMPL_netlist_area_um2=1130
export IMPL_cts_sinks=25
export IMPL_drt_total_wl_mm=2.77
export IMPL_routed_via_count=871
export IMPL_fin_crit_sh=0.784
export IMPL_synth_cells=124
export IMPL_hold_violations=0
export IMPL_cp_buffers_inverters=1
export IMPL_cp_cell_sequence="clkdlybuf4s50_1 > xor2_1 > o221ai_2 > a2111o_1"
export IMPL_cap_violations=0
export IMPL_ys_area_um2=1130
export IMPL_drc=0
export IMPL_dpl_hpwl_mm=2.18
export IMPL_die_area_um2=12800
export IMPL_core_area_um2=8300
export IMPL_synthToLayoutAreaGrowth_pct=42.5
export IMPL_power_density_nw_per_um2=558
export IMPL_via_per_inst=3.32
export IMPL_io_pins=63
export IMPL_htreeDepth=1
export IMPL_hold_class="input pin to flip-flop"
export IMPL_synth_cell_types=36
export IMPL_gr_max_usage_layer="met2"
export IMPL_cts_resized=0
export IMPL_fp_dieH_um=113
export IMPL_cts_tree="yes"
export IMPL_clock_fmax_ghz=0.554
export IMPL_grt_usage=0.0408
export IMPL_dp_cells=258
export IMPL_port_buffers=36
export IMPL_clk_path_buf_depth=2
export IMPL_drv_slew=0
export IMPL_std_cell_rows=33
export IMPL_place_congestion=0.756
export IMPL_finalCoreUtilization=0.194
export IMPL_postSynthAreaPerCell_um2=9.11
export IMPL_grt_max_degree=22
export IMPL_end_kind="flip-flop"
export IMPL_leakage_nw=0.603
export IMPL_critPathMaxStageDelay_ns=0.70
export IMPL_nFillCells=898
export IMPL_rsz0062_at_grt="false"
export IMPL_worst_setup_path_type="input pin to flip-flop"
export IMPL_dp_slack_ns=0.208
export IMPL_irDropWorstVdd_uv=131
export IMPL_gr_usage_met1=0.0544
export IMPL_root_buffer="clkbuf_8"
export IMPL_comb_area_um2=512
export IMPL_synth_warning_count=1
export IMPL_post_cts_buffers=0
export IMPL_warning_count=43
export IMPL_synth_flops=25
export IMPL_hold_end="hex3[2]$_DFF_P_"
export IMPL_finalCriticalPeriod_ns=1.80
export IMPL_use_met2=0.0603
export IMPL_setup_viol=0
export IMPL_grt_pass1_vias=893
export IMPL_dr_pass1_iters=2
export IMPL_holdPathStages=2
export IMPL_ant_nets=0
export IMPL_crit_path_max_fanout=11
export IMPL_fp_util=0.136
-- worst max path at each step --
stage | from | endpoint | slack, ns | depth (start not counted)
4_1_cts | current[26] | hex2[4]$_DFF_P_ | 0.49 | 4
5_1_grt | current[26] | hex2[4]$_DFF_P_ | 0.44 | 4
6_report | current[26] | hex2[4]$_DFF_P_ | 0.50 | 4
-- metrics by stage --
step	total power [mW]	instance area [um^2]
after floorplan	0.560	1150
after global placement	0.654	1560
after detailed placement	0.653	1560
after CTS	0.915	1610
after global routing	0.953	1610
final	0.898	1610
-- where the power goes --
group | switching (mW) | internal (mW) | leakage (nW)
registers | 0.00830 | 0.463 | 0.208
clock network | 0.138 | 0.121 | 0.0255
logic | 0.0651 | 0.103 | 0.370
total | 0.211 | 0.687 | 0.603
-- state kept, by name, summed over array words and instances, names as in the netlist --
| register | flops |
|---|---|
| hex0 | 6 |
| hex1 | 7 |
| hex2 | 7 |
| hex3 | 4 |
| hex4 | 1 |
-- layer usage --
layer  share of wire  wire (um)
met2            0.43       1200
met3            0.10        281
met1            0.45       1230
met4           0.018         50
met5               0          0
-- cells in the final DEF (no fill, tap or decap), drive strengths merged --
master / count
nor3b: 3
nand2b: 3
o22ai: 1
inv: 4
a211oi: 1
o21a: 2
a21oi: 9
nor4: 1
nor3: 4
or3: 1
nand3: 3
mux2: 1
clkbuf: 3
nor2b: 4
o211ai: 2
or2b: 1
o221ai: 1
clkinv: 1
nand2: 6
conb: 8
nand3b: 3
nor2: 4
a21bo: 1
and3: 2
o21ai: 9
xor2: 3
and2: 2
xnor2: 3
a2111o: 1
and3b: 1
buf: 6
or3b: 2
dfxtp: 25
clkdlybuf4s50: 36
-- cell usage after synthesis --
library cell / count / share of area
and3b_1: 1 / 0.0078
buf_2: 7 / 0.031
buf_4: 12 / 0.080
or3_1: 1 / 0.0055
nor2b_1: 4 / 0.022
nor3_2: 1 / 0.0089
nand3_1: 3 / 0.013
nand2_1: 6 / 0.020
or3b_2: 1 / 0.0078
nor3b_1: 3 / 0.020
o22ai_1: 1 / 0.0055
o211ai_1: 2 / 0.013
o21a_1: 2 / 0.013
xor2_1: 3 / 0.023
o21ai_0: 5 / 0.022
nand3b_1: 2 / 0.013
a21bo_2: 1 / 0.0089
nand2b_1: 3 / 0.017
a2111o_1: 1 / 0.010
nor2_1: 4 / 0.013
nand3b_2: 1 / 0.010
a211oi_1: 1 / 0.0066
xnor2_1: 3 / 0.023
a21oi_1: 9 / 0.040
or2b_1: 1 / 0.0066
o21ai_1: 4 / 0.018
and3_1: 2 / 0.011
and2_1: 2 / 0.011
inv_1: 4 / 0.013
nor3_1: 3 / 0.013
mux2_2: 1 / 0.010
conb_1: 2 / 0.0066
nor4_2: 1 / 0.011
dfxtp_1: 25 / 0.44
o221ai_2: 1 / 0.013
or3b_1: 1 / 0.0078
-- logic make-up after synthesis --
group	count (synthesis)	synth area share
xor gates and xnor gates	6	0.0465
muxes	1	0.00997
other	2	0.00665
buffers and inverters	23	0.124
DFF	25	0.443
and+or+nand+nor	40	0.219
AOI/OAI and AO/OA	27	0.151
-- area by class of cell --
type / count / share of cell area
Clock buffer: 3 / 0.0256
Clock inverter: 1 / 0.00311
Inverter: 4 / 0.00932
Multi-Input combinational cell: 82 / 0.318
Sequential cell: 25 / 0.311
Tap cell: 105 / 0.0816
Timing Repair Buffer: 42 / 0.252
No activity file was given, so power comes from the tool's default toggle rates.
